File: flow/constraint.sdc
current_design booth_multiplier

set clk_period 7.0
set clk_io_pct 0.2

create_clock -name clk0 -period $clk_period

set non_clock_inputs [all_inputs -no_clocks]
set_input_delay [expr $clk_period * $clk_io_pct] -clock clk0 $non_clock_inputs
set_output_delay [expr $clk_period * $clk_io_pct] -clock clk0 [all_outputs]
File: flow/design.v
module booth_multiplier #(
    parameter N = 4,
    parameter WIDTH = 2*N
) (
    input signed [N-1: 0] multiplicand, multiplier,
    output reg signed [WIDTH-1: 0] product
);
    reg [1:0] check;
    integer i;
    reg q1;
  function [N-1:0] twos_compliment;
    input signed [N-1:0] data;
    begin
        twos_compliment = ~data + 1'b1;  
    end
endfunction
    always @(multiplicand, multiplier) begin
        product = {WIDTH{1'b0}};
        q1 = 1'b0;
        for (i = 0; i < N; i=i+1) begin
            check = {multiplicand[i], q1};
            case (check)
                2'b01 : begin
                    product[WIDTH-1:N] = product[WIDTH-1:N] + multiplier;
                end
                2'b10 : begin
                    product[WIDTH-1:N] = product[WIDTH-1:N] + twos_compliment(multiplier);
                end
                default: ;
            endcase
            product = product >> 1;
            product[WIDTH-1] = product[WIDTH-2];
            q1 = multiplicand[i];
        end
    end
endmodule
File: flow/config.mk
export PLATFORM = sky130hd
export DESIGN_NAME = booth_multiplier
export DESIGN_NICKNAME = booth_multiplier
export VERILOG_FILES = /design/flow/design.v
export SDC_FILE = /design/flow/constraint.sdc
export NUM_CORES = 4
export LEC_CHECK = 1
export CORE_AREA = 10 10 70 70
export DIE_AREA = 0 0 80 80
File: flow/run.sh
#!/bin/bash
# OpenROAD 26Q1-2900-gdf79404cd8, Yosys 0.63+post, stock flow scripts
make -C /OpenROAD-flow-scripts/flow DESIGN_CONFIG=/design/flow/config.mk WORK_HOME=/design/flow/orfs finish
==> impl_metrics.ini <==
; implementation run metrics
[run_status]
run_status = finished clean

[grt]
global_route_wire_length_before_repair_um = 3201
overflow = 0
number_of_global_route_vias_before_repair = 776
antenna_found_initial = 0
gr-usage-all-layers_pct = 5.697
grt_max_degree = 9

[yosys]
top_area_cell_types = sky130_fd_sc_hd__ha_1, sky130_fd_sc_hd__xnor2_1, sky130_fd_sc_hd__xor2_1, sky130_fd_sc_hd__fa_1, sky130_fd_sc_hd__mux2_2
synthDominantAreaCellType = sky130_fd_sc_hd__ha_1
netlist.area_leader.share_pct = 21.31
post_synth_inst_count = 94
yosysWarnings = 1
synth_area_per_cell_um2 = 7.494
yosys_area_um2 = 704.4
netlist_area_um2 = 704.4
ys_cells = 94
synth.cells.most_frequent = sky130_fd_sc_hd__ha_1, sky130_fd_sc_hd__inv_1, sky130_fd_sc_hd__nor2_1, sky130_fd_sc_hd__nand2_1, sky130_fd_sc_hd__xnor2_1
portion_of_the_post_synthesis_area_used_by_sequential_elements_pct = 0
netlist-cell-type-count = 20

[placed_design]
place_area_mm2 = 0.001106
portBuffers = 16
gp_congestion = 0.8409
dp_hpwl_um = 1551

[drt]
drt-pass1-iter-count = 2
final_antenna_net_count = 0
drtIter0Drc = 7
top_layer_used = met3
route.detailed.vias_per_inst = 4.204
via_count = 761
routed_length_per_instance_um = 10.03
met3WireLength_um = 31
routed-wl-met2_um = 836
wl_met1_um = 948
n_antenna_cell = 0
drc = 0
detail_route.wirelength_um = 1816

[sta]
worst_slew_margin_rel_pct = 72.17
worst_slew_pin_slew_ns = 0.4130
timing.hold.ws_ns = 3.541
maxSlewViolCount = 0
timing.final.hold_violations = 0
grt_setup_unrepaired = false
timing.final.crit_share_pct = 96.46
maxClockFrequency_mhz = 148.1
final_period_minus_worst_setup_slack_ns = 6.752
setup_viol = 0

[layout]
layout.clock_buffers = 0
areaGrowthSynthToFinish_pct = 70.87
postLayoutCellArea_mm2 = 0.001204
final-seq-area_um2 = 0
layout.filler_cells = 365
comb_area_um2 = 735.7
final_layout_size_suffix_gt1_share_pct = 39.26
seq_cells = 0

[pwr]
ir_worst_vdd_mv = 0.04689
design_power_total_uw = 174.4
power_density_mw_per_mm2 = 144.9
leakagePower_nw = 0.5983

[floorplan]
chipWidth_um = 80
init_core_util_pct = 20.62
ios = 16
design.die.area_mm2 = 0.006400
core_mm2 = 0.003416
die_y_um = 80
placement_rows = 21

[job]
stage_log_warnings = 32
max_cap_viol_count = 0

[worst_hold_path]
hold_path_startpoint = multiplicand[0]
holdPathEnd = product[1]
hold_path_class = primary input to primary output
timing.hold.worst_path_depth = 4

[worst_setup_path]
crit_path_max_fanout = 3
worstSetupPathType = primary input to primary output
arrival_ns = 5.35
critical_path_required_ns = 5.60
crit_path_max_incr_delay_ns = 0.50
critical_path.cell_chain = clkdlybuf4s50_1 > or4_4 > nand3_2 > inv_2 > ha_4 > nand2_2 > nor2_1 > or4b_1 > a32oi_2 > inv_2 > ha_4 > xor2_1 > nor2_1 > a21oi_2 > buf_4 > inv_1 > fa_1 > nor2_1 > a21o_1 > clkdlybuf4s50_1
critical_path_end_type = primary output
worst_path_cell_with_the_longest_stage_delay = sky130_fd_sc_hd__fa_1
path_common_cell = sky130_fd_sc_hd__nor2_1
critical_path.startpoint_type = primary input

[clock_network]
cts_hold_buf = 0
==> repair_timing <==
action / in CTS / in global routing
setup endpoints to repair: 4 / 4
gates resized: 21 / 12
pin swaps: 9 / 9
buffers inserted: 1 / 0
endpoints found under the hold margin: 0 / 0
==> critical path, delay by kind of cell <==
kind / cells / cell delay [ns]
adder cells (fa/ha/maj): 3 / 0.99
buffers and inverters: 6 / 1.11
AND/OR/NAND/NOR: 7 / 1.22
XOR/XNOR: 1 / 0.14
AND-OR/OR-AND: 3 / 0.50
==> report_power, final <==
| part | switching [mW] | leakage (nW) | internal, mW | total [mW] |
|---|---|---|---|---|
| registers | 0 | 0 | 0 | 0 |
| logic | 0.0701 | 0.598 | 0.104 | 0.174 |
| clock network | 0 | 0 | 0 | 0 |
| total | 0.0701 | 0.598 | 0.104 | 0.174 |
==> through the flow <==
| step | utilization (%) | cells | worst slack, ns | setup TNS [ns] |
|---|---|---|---|---|
| final | 35.24 | 181 | 0.2476 | 0 |
| after global placement | 32.38 | 180 | -0.3792 | -1.132 |
| after detailed placement | 32.38 | 180 | -0.4112 | -1.280 |
| after floorplan | - | 94 | 0.3998 | 0 |
| after global routing | 35.24 | 181 | 0.01105 | 0 |
| after CTS | 34.47 | 181 | 0.01052 | 0 |
==> routing by layer <==
layer	track usage, %	vias up
li1	-	403
met1	8.112	350
met2	9.711	8
met3	0.3409	0
met4	0	0
met5	0	-
==> how the worst max path moves through the flow <==
stage	startpoint	end	slack, ns	cells past startpoint
CTS	multiplicand[0]	product[5]	0.01	21
finish	multiplier[3]	product[4]	0.25	20
global route	multiplier[0]	product[7]	0.01	23
==> area by class of cell <==
cell class	count	share of cell area (%)
inverter	12	3.742
multi-input combinational	79	61.12
tap	46	4.782
timing repair buffer	44	30.35
==> kinds of logic after synthesis <==
| kind of cell | Yosys count | synth area share [%] |
|---|---|---|
| AOI/OAI and AO/OA | 20 | 18.83 |
| xor gates and xnor gates | 15 | 18.65 |
| muxes | 5 | 7.992 |
| adders and majority gates | 15 | 29.84 |
| and+or+nand+nor | 24 | 15.63 |
| buffers and inverters | 15 | 9.057 |
==> layout by cell type (no fill, tap or decap), drive strengths merged <==
| master | count |
|---|---|
| nor2 | 9 |
| clkdlybuf4s15 | 1 |
| a21oi | 4 |
| mux2 | 5 |
| o31ai | 5 |
| nand2b | 3 |
| or4b | 1 |
| ha | 12 |
| nand3 | 2 |
| xor2 | 7 |
| o21ai | 6 |
| dlymetal6s2s | 3 |
| nand2 | 8 |
| clkdlybuf4s50 | 8 |
| a31oi | 1 |
| xnor2 | 8 |
| clkbuf | 2 |
| inv | 12 |
| a32oi | 1 |
| buf | 28 |
| dlygate4sd2 | 2 |
| a21o | 3 |
| or4 | 1 |
| fa | 3 |
Power is estimated from default activity; no workload was simulated.
