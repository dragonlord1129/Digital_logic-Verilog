==> flow/design.v <==
module ALU_8bit (
  input [2:0] operation,
  input [7:0] operand_A,
  input [7:0] operand_B,
  output reg [15:0] result = 16'b0,
  output reg carry_flag = 1'b0,
  output reg zero_flag = 1'b0
);
parameter [2:0] ADD = 3'b000,
               SUB = 3'b001,
               MUL = 3'b010,
               AND = 3'b011,
               OR  = 3'b100,
               NAND = 3'b101,
               NOR  = 3'b110,
               XOR  = 3'b111;
always @ (operation or operand_A or operand_B)
begin
  case (operation)
    ADD: begin
      result = operand_A + operand_B;
      carry_flag = result[8];
      zero_flag = (result == 16'b0);
    end
    SUB: begin
      result = operand_A - operand_B;
      carry_flag = result[8];
      zero_flag = (result == 16'b0);
    end
    MUL: begin
      result = operand_A * operand_B;
      zero_flag = (result == 16'b0);
    end
    AND: begin
      result = operand_A & operand_B;
      zero_flag = (result == 16'b0);
    end
    OR: begin
      result = operand_A | operand_B;
      zero_flag = (result == 16'b0);
    end
    NAND: begin
      result = ~(operand_A & operand_B);
      zero_flag = (result == 16'b0);
    end
    NOR: begin
      result = ~(operand_A | operand_B);
      zero_flag = (result == 16'b0);
    end
    XOR: begin
      result = operand_A ^ operand_B;
      zero_flag = (result == 16'b0);
    end
    default: begin
      result = 16'b0;
      carry_flag = 1'b0;
      zero_flag = 1'b0;
    end
  endcase
end
endmodule
==> flow/run.sh <==
#!/bin/bash
# OpenROAD 26Q1-2900-gdf79404cd8, Yosys 0.63+post, stock flow scripts
make -C /OpenROAD-flow-scripts/flow DESIGN_CONFIG=/design/flow/config.mk WORK_HOME=/design/flow/orfs finish
==> flow/config.mk <==
export PLATFORM = sky130hd
export DESIGN_NAME = ALU_8bit
export DESIGN_NICKNAME = ALU_8bit
export VERILOG_FILES = /design/flow/design.v
export SDC_FILE = /design/flow/constraint.sdc
export NUM_CORES = 4
export LEC_CHECK = 1
export CORE_UTILIZATION = 50
==> flow/constraint.sdc <==
current_design ALU_8bit

set clk_period 9.5
set clk_io_pct 0.2

create_clock -name clk0 -period $clk_period

set non_clock_inputs [all_inputs -no_clocks]
set_input_delay [expr $clk_period * $clk_io_pct] -clock clk0 $non_clock_inputs
set_output_delay [expr $clk_period * $clk_io_pct] -clock clk0 [all_outputs]
==> job_summary.md <==
## Synthesis and layout report

| Metric | Value |
|---|---|
| Run status | `finished clean` |
| Flip-flop count of the largest register, all copies and words added | `1` |
| Buffers plus inverters on the worst setup path | `5` |
| Vias in the first global route | `3657` |
| Yosys cell count | `495` |
| Ys flops | `1` |
| Total power per unit cell area | `around 130 mW/mm²` |
| Max incr delay on CP | `570 ps` |
| Max Cap Viol | `0` |
| Post-synthesis share of cell area spent on and-or and or-and gates | `0.221` |
| Pin count of the biggest net entering global routing | `39` |
| Post-synthesis share of cell area spent on full adders, half adders and majority gates | `0.410` |
| Net switching power figure | `309 µW` |
| Synthesized area per cell | `roughly 7.4 µm²` |
| Iteration count of the initial detailed-routing pass | `6` |
| Via count | `3645` |
| Internal portion of total power | `259 µW` |
| Ratio of cells with drive above 1 in the final layout | `0.0750` |
| Average wire length per cell after detail routing | `16.9 µm` |
| Initial core utilization | `0.530` |
| Top cells by area | `sky130_fd_sc_hd__fa_1 21%, sky130_fd_sc_hd__ha_1 20%, sky130_fd_sc_hd__nor2_1 7.7%` |
| P&R area growth vs syn | `15.8%` |
| Global-route usage over all layers | `0.316` |
| Placement Setup Slack | `71.6 ps` |
| Final Routed Wirelength | `roughly 11 mm` |
| Setup crit start kind | `input port` |
| Xor+xnor area frac | `0.0428` |
| Number of warnings in the stage logs | `49` |
| Global-route wire length before repair | `roughly 18 mm` |
| Post-synthesis async set-or-reset flop share | `0` |
| Cell count after placement | `around 630` |
| Critical path start-end classification | `in -> out` |
| Total of buffers placed on input and output ports | `37` |
| Remaining number of nets flagged by the antenna check after routing | `0` |
| Final critical-path share of the clock period | `0.974` |
| Crit path arrival time | `7350 ps` |
| Simple-Gate Area Share | `0.205` |
| Total setup violations reported at the end of the flow | `0` |
| Final number of hold-violating endpoints | `0` |
| Share of total power in sequential cells | `0.002` |
| Launch point of the critical path | `operand_A[0]` |
| Final std cells w/o fill | `629` |
| Cell taking the most area after synthesis | `sky130_fd_sc_hd__fa_1` |
| CP Capture Type | `output pin` |
| Total Power | `around 570 µW` |
| Capturing element of the worst setup path | `zero_flag` |
| Max VDD drop | `125 µV` |
| Final core utilization | `0.614` |
| Shortest clock period the worst path allows after layout | `9250 ps` |
| Routability cong. | `between 0.9 and 1` |
| Most common cell in the netlist | `sky130_fd_sc_hd__nor2_1` |
| Post-layout worst setup margin | `251 ps` |
| Smallest hold slack | `5000 ps` |
| Reported leakage power | `2.09 nW` |
| Distinct cell type count of the synthesized netlist | `63` |
| Primary FF master, synth | `sky130_fd_sc_hd__dlxtn_1` |
| Total stage count of the critical path | `17` |
| Initial antenna violation count | `0` |
| CORE AREA | `0.00694 mm²` |
| Min-delay worst type | `in -> out` |
| Number of register pins that no clock reaches | `1` |
| Yosys warnings | `1` |
| Power share of the clock group | `0` |
| Count of endpoints without a timing constraint | `2` |
| Global-route congestion overflow total | `0` |
| Max-slew headroom at the worst pin | `0.563` |
| Biggest fanout along the worst timing path | `5` |
| Flip-flops with a built-in enable | `0` |
| Required time at the endpoint of the critical path | `~7600 ps` |
| Max-slew violation total from the final report | `0` |
| Routed via count divided by cell count | `5.79` |
| Iteration-0 DRC Markers | `246` |
| Synthesized instance count | `495` |
| Standard-cell row count | `30` |
| Count of cells along the worst hold path | `5` |
| Width of the chip | `87.8 µm` |
| Slew at the pin closest to its max-slew limit | `approximately 650 ps` |
| Number of placed I/O pins | `37` |
| Number of remaining DRC errors | `0` |
| Sw Ratio | `0.544` |
| Total Die Area | `just under 0.008 mm²` |
| Cell types with the highest counts after synthesis | `76 x sky130_fd_sc_hd__nor2_1, 73 x sky130_fd_sc_hd__inv_1, 60 x sky130_fd_sc_hd__ha_1` |
| Post-synth mux share | `0.0231` |
| Slowest CP cell | `sky130_fd_sc_hd__clkdlybuf4s50_1` |
| Achievable frequency | `108 MHz` |
| Cell area after synthesis | `0.00368 mm²` |
| Antenna cell count | `0` |
| Post-synth area from yosys stat | `0.00368 mm²` |
| Top Family by Delay on Critical Path | `adder cells` |
| Post-synth top area share | `0.207` |
| Chip height | `87.8 µm` |
| CP dominant cell by count | `sky130_fd_sc_hd__fa_1` |
| Total half-perimeter wirelength after legalization and detailed placement | `8.95 mm` |
| Combinational power share | `0.998` |
| Cells traversed along the worst timing path | `clkdlybuf4s50_1 -> nand2_1 -> fa_1 -> fa_1 -> inv_1 -> fa_1 -> inv_1 -> fa_1 -> inv_1 -> ha_1 -> and4_4 -> or4_4 -> a2111oi_4 -> nand4_1 -> a2111oi_2 -> a221o_1 -> clkdlybuf4s50_1` |
| Largest logic family | `adder cells` |
final cells by class:
| class | instances | area [µm²] |
|---|---|---|
| fillers | 655 | 2680 |
| inverters | 77 | 289 |
| multi-input cells | 402 | 3330 |
| flip-flops and latches | 1 | 15.0 |
| well taps | 96 | 120 |
| repair buffers | 53 | 505 |
worst min path at each step:
stage	to	start	slack (ps)
6_report	result[2]	operation[2]	5000
5_1_grt	result[2]	operation[2]	5070
4_1_cts	result[2]	operation[2]	5000
cell families after synthesis:
group                      count (synthesis)
buffers and inverters                     92
latches                                    1
and+or+nand+nor                          159
AOI/OAI and AO/OA                        120
adders and majority gates                 98
muxes                                      7
xor gates and xnor gates                  18
per-stage QoR:
stage / instance area, µm² / setup TNS [ps]
floorplan: 3680 / 0
global placement: 4230 / 0
detailed placement: 4230 / 0
CTS: 4230 / 0
global route: 4260 / -9.59
finish: 4260 / 0
metal layers:
metal / GRT usage / up-vias / part of all wire
met2: 0.547 / 126 / 0.49
met4: 0.0522 / 0 / 0.019
met3: 0.0668 / 16 / 0.067
met5: 0 / - / 0
met1: 0.425 / 1738 / 0.42
li1: - / 1765 / -
placed cells by master (no fill, tap or decap), drive strengths merged, types with 3 or more instances in the layout:
master / instances
or3: 4
xnor2: 11
nand3: 5
a21o: 5
ha: 60
nor2b: 9
buf: 16
and3: 4
nand2b: 3
nor3b: 3
dlymetal6s2s: 6
clkdlybuf4s50: 31
o211ai: 5
nor2: 76
mux2i: 4
o21ai: 30
a21oi: 30
xor2: 7
inv: 75
o31ai: 3
o21a: 5
a21boi: 4
a2bb2oi: 3
o21bai: 3
fa: 38
o41ai: 3
o221ai: 3
nor3: 13
a22oi: 4
nand4: 4
nand2: 26
a211oi: 6
power groups by stage:
| stage | clock, mW | sequential [mW] | combinational, mW |
|---|---|---|---|
| CTS | 0 | 0.000877 | 0.551 |
| global route | 0 | 0.000884 | 0.637 |
| finish | 0 | 0.000865 | 0.567 |
repair_timing:
action,CTS,global route
hold buffers,0,0
gates resized,0,15
setup endpoints to repair,0,1
buffers inserted,0,1
No activity file was given, so power comes from the tool's default toggle rates.
