## /design/flow/config.mk

```make
export PLATFORM = sky130hd
export DESIGN_NAME = ram
export DESIGN_NICKNAME = ram
export VERILOG_FILES = /design/flow/design.v
export SDC_FILE = /design/flow/constraint.sdc
export NUM_CORES = 4
export LEC_CHECK = 1
export CORE_UTILIZATION = 40
```

## /design/flow/run.sh

```bash
#!/bin/bash
# OpenROAD 26Q1-2900-gdf79404cd8, Yosys 0.63+post, stock flow scripts
make -C /OpenROAD-flow-scripts/flow DESIGN_CONFIG=/design/flow/config.mk WORK_HOME=/design/flow/orfs finish
```

## /design/flow/constraint.sdc

```tcl
current_design ram

set clk_period 16.0
set clk_io_pct 0.2

create_clock -name clk0 -period $clk_period [get_ports {clk}]

set non_clock_inputs [all_inputs -no_clocks]
set_input_delay [expr $clk_period * $clk_io_pct] -clock clk0 $non_clock_inputs
set_output_delay [expr $clk_period * $clk_io_pct] -clock clk0 [all_outputs]
```

## /design/flow/design.v

```verilog
module ram (
    clk,
    address,
    oe,
    w_r1,
    cs,
    data
);
    parameter DATA_WIDTH = 8;
    parameter ADDR_WIDTH = 8;
    parameter RAM_DEPTH = 1 << ADDR_WIDTH;
    input clk, w_r1, oe, cs;
    input [ADDR_WIDTH-1:0] address;
    inout [DATA_WIDTH-1:0] data;
    reg [DATA_WIDTH-1:0] data_out;
    reg [DATA_WIDTH-1:0] mem[0: RAM_DEPTH-1];
assign data = (cs && !w_r1 && oe) ? data_out : {DATA_WIDTH{1'bz}};  
always @(posedge clk) begin 
    if (cs) begin
        if (w_r1) begin  
            mem[address] <= data;  
        end else begin  
            data_out <= mem[address];  
        end
    end
end
endmodule
```

==> impl_metrics.csv <==
group,metric,value,unit
status,run_status,"stopped before the end",
status,failed_stage,"4_1_cts",
status,error,"[error] [KeplerFormal.cpp:679] Workflow failed: Iso has multiple drivers: .data0, data[0]$_DFFE_PP_.Q0",
synthesis,yosysWarnings,2,
place,io_buffers,10,
die,rows,162,
place,gp_congestion,0.861,
clock_tree,cts_made_buffers,201,
synthesis,netlist-cell-type-count,21,
synthesis,top_cell_area_share,78.8,%
clock_tree,clockBufferDepth,3,
synthesis,post_synth.cell_area_avg,22.2,sq um
place,placed_cells,6070,
synthesis,yosysSeqAreaShare,78.8,%
clock_tree,postCtsSetupBuffers,0,
place,dp.final_hpwl,106000,microns
die,dieWidth,445,microns
synthesis,ys_chip_area,78400,sq um
synthesis,syn_inst,3526,
clock_tree,clock-root-buffer,"clkbuf_16",
synthesis,synth_area,78400,sq um
synthesis,ys.flops,2056,
synthesis,synth_top_cell_by_area,"edfxtp_1",
clock_tree,cts.sinks,2056,
place,dpl_cell_area,81900,sq um
clock_tree,cts_resized,0,
clock_tree,h-tree-depth,4,
die,die_h,445,microns
synthesis,synthTopCellsByArea,"edfxtp_1, mux4_2, a22oi_1",
synthesis,yosysCellCount,3526,
die,io_pins,20,
clock_tree,cts_hold_buf,0,
die,initCoreUtil,40.2,%
==> cell families after synthesis <==
kind of cell           share of synthesized area (%)
DFF                                             78.8
muxes                                           14.7
AOI/OAI and AO/OA                               3.63
and+or+nand+nor                                 1.61
buffers and inverters                           1.28
==> metrics by stage <==
step / setup slack [ps] / util (%) / total power (W)
2_1_floorplan: 9570 / - / 0.00636
3_3_place_gp: 7120 / 42.1 / 0.00657
3_5_place_dp: 7100 / 42.1 / 0.00654
==> cell usage after synthesis, drive strengths merged <==
cell type / count
edfxtp: 2056
nor2: 259
buf: 82
nand3: 4
a21oi: 128
a22oi: 256
nand2b: 2
mux4: 512
nor3b: 2
o41ai: 32
and4: 1
and2: 2
nand4: 8
nor3: 1
clkbuf: 143
nor2b: 7
or2: 1
nand2: 30
No activity file was given, so power comes from the tool's default toggle rates.
